**config.mk**
```make
export PLATFORM = sky130hd
export DESIGN_NAME = ELA
export DESIGN_NICKNAME = ELA
export VERILOG_FILES = /design/flow/design.v
export SDC_FILE = /design/flow/constraint.sdc
export NUM_CORES = 4
export LEC_CHECK = 1
export CORE_UTILIZATION = 50
```
**constraint.sdc**
```tcl
current_design ELA

set clk_period 27.7
set clk_io_pct 0.2

create_clock -name clk0 -period $clk_period [get_ports {clk}]

set non_clock_inputs [all_inputs -no_clocks]
set_input_delay [expr $clk_period * $clk_io_pct] -clock clk0 $non_clock_inputs
set_output_delay [expr $clk_period * $clk_io_pct] -clock clk0 [all_outputs]
```
**design.v**
```verilog
`timescale 1ns/10ps
module ELA(clk, rst, ready, in_data, data_rd, req, wen, addr, data_wr, done);
	input				clk;
	input				rst;
	input				ready;
	input		[7:0]	in_data;
	input		[7:0]	data_rd;
	output 	reg			req;
	output 	reg			wen;
	output 	reg	[12:0]	addr;
	output 	reg	[7:0]	data_wr;
	output 	reg			done;
reg  [1:0]state_1,state_2;
reg  [7:0] a,b,c;
parameter t0=0,t1=1,t2=2;	
reg[7:0]get_data[127:0];
reg[7:0]get_data2[127:0];
reg[7:0]regdata;
reg[2:0] c_state,n_state;
parameter a0=0, 
          a1=1, 
          a2=2, 
          a3=3, 
          a4=4; 
reg[14:0]  count_5;
reg[10:0]  c_10;
reg[7:0]  count_1,count_2,count_6,count_7,count_8,c_9;
reg[7:0]  count_3;
reg [10:0] d1,d2,d3;
integer i,k;
always @(*)begin
   case(c_state)
     a0:begin 
       if(!rst)
        n_state=a1;
       end
     a1:begin
        n_state=a2;
     end
     a2:begin
      if(c_9 == 128 & count_3==1)
         n_state=a1;
       else if(c_9 == 128 & count_3 >=2)
         n_state=a3;
       else
         n_state=a2;
     end
     a3:begin
      if(c_10==383 & count_3==2)
         n_state=a1;   
      else if(c_10==255 & count_3==3)
         n_state=a1;
      else if(c_10==255 & count_3==4)
         n_state=a1;
      else if(c_10==255 & count_3==5)
         n_state=a1;
      else if(c_10==255 & count_3==6)
         n_state=a1;
      else if(c_10==255 & count_3==7)
         n_state=a1;
      else if(c_10==255 & count_3==8)
         n_state=a1;
      else if(c_10==255 & count_3==9)
         n_state=a1;
      else if(c_10==255 & count_3==10)
         n_state=a1;
      else if(c_10==255 & count_3==11)
         n_state=a1; 
      else if(c_10==255 & count_3==12)
         n_state=a1;
      else if(c_10==255 & count_3==13)
         n_state=a1;
      else if(c_10==255 & count_3==14)
         n_state=a1;
      else if(c_10==255 & count_3==15)
         n_state=a1;
      else if(c_10==255 & count_3==16)
         n_state=a1;   
      else if(c_10==255 & count_3==17)
         n_state=a1;
      else if(c_10==255 & count_3==18)
         n_state=a1;
      else if(c_10==255 & count_3==19)
         n_state=a1;
      else if(c_10==255 & count_3==20)
         n_state=a1;
      else if(c_10==255 & count_3==21)
         n_state=a1;
      else if(c_10==255 & count_3==22)
         n_state=a1;
      else if(c_10==255 & count_3==23)
         n_state=a1;
      else if(c_10==255 & count_3==24)
         n_state=a1;
      else if(c_10==255 & count_3==25)
         n_state=a1; 
      else if(c_10==255 & count_3==26)
         n_state=a1;
      else if(c_10==255 & count_3==27)
         n_state=a1;
      else if(c_10==255 & count_3==28)
         n_state=a1;
      else if(c_10==255 & count_3==29)
         n_state=a1;
      else if(c_10==255 & count_3==30)
         n_state=a1;
      else if(c_10==255 & count_3==31)
         n_state=a1;   
      else if(c_10==256 & count_3==32)         
         n_state=a4;
       else
         n_state=a3;
     end
     a4:begin
         n_state=a4;
      end
   endcase      
end 
always @(posedge clk or posedge rst)begin 
   if(rst)begin   
     for(i=0;i<128;i=i+1)begin
       get_data[i]<=0;
     end
	   for(k=0;k<128;k=k+1)begin
       get_data2[k]<=0;
     end
	   data_wr<=0;	 
     c_state<=a0;
     count_1<=0; 
     count_2<=0; 
     count_3<=0; 
     count_5<=0; 
     count_6<=0; 
     count_7<=0; 
     count_8<=0;
     a<=0;
     b<=0;
	   regdata <= 0;
   end
 else if (ready ==1)begin
   c_state<=n_state;
   case(c_state)
       a1:begin
         c_9<=0;
         count_1 <= 0;
         count_2 <= 0;
         count_3<=count_3 +1; 
       end
       a2:begin
         c_10<=0;
         if(count_3>=3 )begin
         state_1=t1;
         end
         else begin
         state_1=t0;  
         end
         if(count_1==0 &count_2==0)           
             req <= 1;
         else 
             req<=0; 
         if(count_3==1 |count_3==3 |count_3==5 |count_3==7 |count_3==9 |count_3==11 |count_3==13 |count_3==15
          |count_3==17 |count_3==19 |count_3==21 |count_3==23 |count_3==25 |count_3==27 |count_3==29 |count_3==31 |count_3==33)begin
          get_data[count_1-1]<= in_data;
		      regdata<=in_data;
		      c_9<=c_9+1;
           count_1 <= count_1 +1;
          end
          else begin
          get_data2[count_2-1]<= in_data;
		      regdata<=in_data;
		      c_9<=c_9+1;
           count_2 <= count_2 +1;
          end
       end               
      a3:begin
          state_1<=state_2;             
          case(state_1)
          t0:begin
               addr<=count_5;
               data_wr<=get_data[count_6];
               count_5<= count_5 +1;
               count_6<= count_6 +1;
               count_8<= 0;
               c_10<=c_10+1;
               a <=a+1;
               b<=0;
               count_7<= 0;
           end
           t1:begin               
               addr<=count_5;                
               count_5<= count_5 +1;
               count_6<= 0;
               count_8<= 0;
               c_10<=c_10+1;
               b <=b+1;
               c<=0;
               a<=0;
               if (count_3==3 |count_3==5 |count_3==7 |count_3==9 |count_3==11 |count_3==13 |count_3==15|count_3==17
                |count_3==19 |count_3==21 |count_3==23 |count_3==25 |count_3==27 |count_3==29 |count_3==31 |count_3==33)begin
                    if(count_7==0 | count_7==127)begin          
                       data_wr <=(get_data[count_7]+get_data2[count_7])/2;
                       count_7<=count_7 +1;
                    end
                    else begin
                        if(d1<d2 & d1<d3 )begin
                           data_wr <=  (get_data[count_7-1]+get_data2[count_7+1])/2;
                        end
                        else if(d2<=d1 & d2<=d3)begin
                             data_wr <=  (get_data[count_7  ]+get_data2[count_7])/2;
                        end
                        else if (d3<d2 & d3<=d1)begin
                           data_wr <=  (get_data[count_7+1]+get_data2[count_7-1])/2;         
                        end
                      count_7<=count_7 +1;
                   end  
              end      
              else if (count_3==2 |count_3==4 |count_3==6 |count_3==8 |count_3==10 |count_3==12 |count_3==14|count_3==16
                    |count_3==18 |count_3==20 |count_3==22 |count_3==24 |count_3==26 |count_3==28 |count_3==30| count_3==32 )begin
                  if(count_7==0 | count_7==127)begin          
                   data_wr <=(get_data[count_7]+get_data2[count_7])/2;
                   count_7<=count_7 +1;
                  end
                 else begin
              if(d1<d2 & d1<=d3 )begin
               data_wr <=  (get_data[count_7-1]+get_data2[count_7+1])/2;
              end
              else if(d2<=d1 & d2<=d3)begin
                data_wr <=  (get_data[count_7  ]+get_data2[count_7])/2;
              end
              else if (d3<d2 & d3<d1)begin
              data_wr <=  (get_data[count_7+1]+get_data2[count_7-1])/2;
              end             
           count_7<=count_7 +1;
          end
      end
            end
            t2:begin
               addr<=count_5;
               data_wr<=get_data2[count_8];
               count_5<= count_5 +1;
               count_8<= count_8 +1;
               count_6<= 0;
               c_10<=c_10+1;
               c <=c+1;
               b<=0;
               a<=0;
               count_7<= 0;
            end
          endcase                                                                                       
      end        
    endcase
  end
end    
always @(*)begin
  if(c_state == 3)begin
    case(state_1)
      t0:begin
        if(a<=126)
          state_2=t0;
        else
          state_2=t1;
      end
      t1:begin
        if(b==127&count_3==3 )begin         
          state_2=t0;
        end
        else if(b==127&count_3==5 )begin         
          state_2=t0;
        end 
        else if(b==127&count_3==7 )begin         
          state_2=t0;
        end 
        else if(b==127&count_3==9 )begin         
          state_2=t0;
        end 
        else if(b==127&count_3==11 )begin         
          state_2=t0;
        end 
        else if(b==127&count_3==13 )begin         
          state_2=t0;
        end 
        else if(b==127&count_3==15 )begin         
          state_2=t0;
        end
        else if(b==127&count_3==17 )begin         
          state_2=t0;
        end 
        else if(b==127&count_3==19 )begin         
          state_2=t0;
        end 
        else if(b==127&count_3==21 )begin         
          state_2=t0;
        end 
        else if(b==127&count_3==23 )begin         
          state_2=t0;
        end 
        else if(b==127&count_3==25 )begin         
          state_2=t0;
        end 
        else if(b==127&count_3==27 )begin         
          state_2=t0;
        end
        else if(b==127&count_3==29 )begin         
          state_2=t0;
        end 
        else if(b==127&count_3==31 )begin         
          state_2=t0;
        end             
        else if(b==127)begin
        state_2=t2;
        end
        else begin
        state_2=t1; 
        end
      end
      t2:begin
        if(c<=126)
        state_2=t2;
        else
        state_2=t0;
      end
    endcase
  end
end 
always @(*)begin
   if(c_state == 3 & state_1==1)begin
       d1= (get_data[count_7-1]>=get_data2[count_7+1])?(get_data[count_7-1]-get_data2[count_7+1]):(get_data2[count_7+1]-get_data[count_7-1]);
       d2= (get_data[count_7  ]>=get_data2[count_7])?(get_data[count_7  ]-get_data2[count_7]):(get_data2[count_7]-get_data[count_7  ]);
       d3= (get_data[count_7+1]>=get_data2[count_7-1])?(get_data[count_7+1]-get_data2[count_7-1]):(get_data2[count_7-1]-get_data[count_7+1]);
   end
end 
always @(*)begin
  case(c_state)
    a0:begin
      {wen,done}=2'b00;
    end
    a1:begin
      {wen,done}=3'b10;
    end
    a2:begin
      {wen,done}=3'b10;
    end
    a3:begin
      {wen,done}=3'b10;
    end
    a4:begin
      {wen,done}=3'b01;
    end
 endcase
 end	
endmodule
```
**run.sh**
```bash
#!/bin/bash
# OpenROAD 26Q1-2900-gdf79404cd8, Yosys 0.63+post, stock flow scripts
make -C /OpenROAD-flow-scripts/flow DESIGN_CONFIG=/design/flow/config.mk WORK_HOME=/design/flow/orfs finish
```
==> design notes <==
The run stopped with a tool error. Failing step: global routing. The tool reported: "[ERROR GRT-0116] Global routing finished with congestion. Check the congestion regions in the DRC Viewer".

The main area contributors are sky130_fd_sc_hd__dfrtp_1 (37%), sky130_fd_sc_hd__mux2_2 (16%), sky130_fd_sc_hd__a22oi_1 (12%), sky130_fd_sc_hd__nand3_1 (4.7%), sky130_fd_sc_hd__nand4_1 (3.1%). The dominant register cell in the synthesized netlist was sky130_fd_sc_hd__dfrtp_1. Counting along the longest clock path gives a buffer depth of 4. The number of global-route vias before repair is 203000, and the number of unconstrained endpoints is 36. Largest area contributor in the synthesized netlist: sky130_fd_sc_hd__dfrtp_1. The post-cts sizing count was 0; the CTS buffer count was 232. Once synthesis finished, the tally of register bits stood at 2211.

Per the placement log, port buffering inserted 34 buffers. For this run the detailed placement stage logged an HPWL of 1030 mm. The run gives 16.97 ns for the setup slack at placement. The global-route usage over all layers was 1.26; the height of the die was 538 um. The timer found 34 register pins that no clock reaches; their paths are not timed. The post-synth count of flops with an enable pin is 43.

The run gives 0.965 for the proportion of register bits with asynchronous set or reset after synthesis. The overflow left after global routing is 61300. The cell total in the yosys stat output came out at 14700. The depth of the CTS H-tree is 4. In the synthesized netlist, the cells that appear most often are sky130_fd_sc_hd__a22oi_1 (2390), sky130_fd_sc_hd__dfrtp_1 (2134), sky130_fd_sc_hd__mux2_2 (2093). The synthesized area per cell is 9.77 um2.

Starting utilization of the core area: 0.503. The post-CTS hold buffer count recorded in the log is 0. Library cell used as clock root buffer: sky130_fd_sc_hd__clkbuf_16.

Dominant cell by count in the synthesized netlist: sky130_fd_sc_hd__a22oi_1. Per the gpl log, the routability congestion estimate is 2.09. In this run the post-CTS setup repair buffer count came out at 0.

With the x dimension of the die at 538 um, the pin count of the biggest net entering global routing is 158. The share of Yosys cell area claimed by the top area cell type was 0.371; the synthesized instance count was 14700. Post-synthesis, Yosys gives the total cell area as 144000 um2. The synthesis report lists the Yosys warning total as 3.

43 I/O pins were placed. The run gives 2300 mm as the first-pass GRT wire length. With the number of standard-cell rows in the floorplan at 196, the mapped cell area is 144000 um2. Yosys mapped the design onto 96 distinct sky130hd cell types.
## kinds of logic after synthesis
family	Yosys count	share of synthesized area
flip-flops	2177	0.380
buffers and inverters	1380	0.0376
AND/OR/NAND/NOR	4932	0.185
adder cells (fa/ha/maj)	153	0.0138
AND-OR/OR-AND	3741	0.203
latches	34	0.00355
multiplexers	2184	0.170
XOR/XNOR	113	0.00688
## per-stage QoR
step / instances / hold slack [ns] / utilization / area [um2]
after CTS: 19100 / 0.445 / 0.578 / 165000
after detailed placement: 18600 / 0.431 / 0.550 / 157000
after global placement: 18600 / 0.434 / 0.550 / 157000
after floorplan: 14700 / 0.424 / - / 144000
## metal layers
metal	global-route usage	GRT overflow
met5	0.990	779
met4	1.11	4850
met2	1.37	23600
met1	1.30	21600
met3	1.16	10500
