<file path="flow/config.mk">
export PLATFORM = sky130hd
export DESIGN_NAME = LZ77_Decoder
export DESIGN_NICKNAME = LZ77_Decoder
export VERILOG_FILES = /design/flow/design.v
export SDC_FILE = /design/flow/constraint.sdc
export NUM_CORES = 4
export LEC_CHECK = 1
export CORE_UTILIZATION = 30
</file>
<file path="flow/constraint.sdc">
current_design LZ77_Decoder

set clk_period 19.7
set clk_io_pct 0.2

create_clock -name clk0 -period $clk_period [get_ports {clk}]

set non_clock_inputs [all_inputs -no_clocks]
set_input_delay [expr $clk_period * $clk_io_pct] -clock clk0 $non_clock_inputs
set_output_delay [expr $clk_period * $clk_io_pct] -clock clk0 [all_outputs]
</file>
<file path="flow/design.v">
module LZ77_Decoder(clk,reset,ready,code_pos,code_len,chardata,encode,finish,char_nxt);
input 				clk;
input 				reset;
input				ready;
input 		[4:0] 	code_pos;
input 		[4:0] 	code_len;
input 		[7:0] 	chardata;
output  	reg		encode;
output  	reg		finish;
output 	 reg [7:0] 	char_nxt;
reg [7:0] data [29:0];
reg [4:0] count;
integer i;
reg  cstat,nstat;
parameter a0=0, a1=1;
always @ (posedge clk or posedge reset)begin
    if(reset)begin  
      for(i=0;i<32;i=i+1)
      begin
          data[i]<=0;
      end
      count<=0;
      cstat<=a0;
    end
    else if(ready==1)begin
      cstat <= nstat;
         if(cstat==a0)begin
          data[1]<=data[0];
          data[2]<=data[1];
          data[3]<=data[2];
          data[4]<=data[3];
          data[5]<=data[4];
          data[6]<=data[5];
          data[7]<=data[6];
          data[8]<=data[7];
          data[9]<=data[8];
          data[10]<=data[9];          
          data[11]<=data[10];
          data[12]<=data[11];
          data[13]<=data[12];
          data[14]<=data[13];
          data[15]<=data[14];
          data[16]<=data[15];
          data[17]<=data[16];
          data[18]<=data[17];
          data[19]<=data[18];
          data[20]<=data[19];
          data[21]<=data[20];
          data[22]<=data[21];
          data[23]<=data[22];
          data[24]<=data[23];
          data[25]<=data[24];
          data[26]<=data[25];
          data[27]<=data[26];
          data[28]<=data[27];
          data[29]<=data[28]; 
          if(code_len==0 || count==code_len)begin
              char_nxt<=chardata;
              data[0]<=chardata;
              count<=0;
          end
          else begin
           char_nxt<=data[code_pos];
           data[0]<=data[code_pos];
           count<=count+1;
          end
         end         
     end      
end
always @(*)begin
  case(cstat)  
    a0:begin
      if(char_nxt == 8'h24)begin
       nstat=a1;
      end
      else 
      nstat=a0;
    end
    a1:begin
      nstat=a1;
    end
  endcase
end
always @(*)begin
  case(cstat)  
    a0:begin
     {encode,finish}=2'b00;
   end
    a1:begin
      {encode,finish}=2'b01;
      end
      endcase
end
endmodule
</file>
<file path="flow/run.sh">
#!/bin/bash
# OpenROAD 26Q1-2900-gdf79404cd8, Yosys 0.63+post, stock flow scripts
make -C /OpenROAD-flow-scripts/flow DESIGN_CONFIG=/design/flow/config.mk WORK_HOME=/design/flow/orfs finish
</file>
==> results_dict.tcl <==
# yosys + openroad results
set metrics [dict create \
    status "finished, final reports clean" \
    fin_cells 1981 \
    hold_viol 0 \
    ff_type "dfrtp_1" \
    cts-resized-gates 0 \
    num_rows 73 \
    die_h_um 203.0 \
    p_leak_nw 6.915 \
    synth-cells-yosys 1447 \
    busiest_layer "met1" \
    area_delta_synth_final_pct 13.50 \
    dr.pass1.iters 5 \
    place_inst 1929 \
    cpPeakStageDelay_ns 0.95 \
    synth_cells 1447 \
    wirelength_mm 37.45 \
    finalPower_mw 1.578 \
    async_flop_share 0.9685 \
    io_buffers 29 \
    clkLatencyLatePin_ns 0.56 \
    cts_tree "done" \
    tightest_slew_ns 1.114 \
    grt-ovfl-total 0 \
    cts_setup_buffers 0 \
    met3_usage 0.04576 \
    grt_pass1_vias 9892 \
    layout-drive-gt1-share 0.06387 \
    ctsHoldBuffers 0 \
    finalClockSkew_ns 0.02537 \
    path_clk_slew_ns 0.06 \
    critPathLaunchType "primary input" \
    largest_area_cell "dfrtp_1" \
    required_ns 19.94 \
    vias 10060 \
    core_area_mm2 0.03982 \
    holdWs_ns 0.4747 \
    synthTopCellsByArea "dfrtp_1, nand2_1, clkbuf_1" \
    arrival_ns 7.24 \
    dp_hpwl_mm 23.81 \
    seqCellArea_mm2 0.006396 \
    postSynthSeqShare 0.5276 \
    synthesis.area_mm2 0.01212 \
    finalSetupViolations 0 \
    crit_fanout 30 \
    power_density_mw_per_mm2 114.7 \
    ys_ff 254 \
    layout_setup_ws_ns 12.70 \
    yosys_area_mm2 0.01212 \
    pin_count 31 \
    max-vdd-ir-drop_mv 0.07101 \
    drc 0 \
    rsz0062_at_grt "no" \
    yosysWarnings 2 \
    chipArea_mm2 0.04122 \
    n_antenna_cell 0 \
    cp_slowest_cell "nor4b_1" \
    crit_family "simple AND/OR/NAND/NOR gates" \
    max-slew-margin-rel 0.2560 \
    final-comb-area_mm2 0.005318 \
    clock-root-buffer "clkbuf_16" \
    hp-class "flop to flop" \
    crit_type "primary input to flop" \
    grt_start_max_net_pins 96 \
    initial_utilization 0.3044 \
    grt_pass1_wl_mm 58.85 \
    grt_usage 0.1907 \
    numCtsBuffers 29 \
    critPathBufInv 2 \
    cts_buffer_depth 3 \
    antenna_found_initial 0 \
    die_w_um 203.0 \
    grt.met2_usage 0.2768 \
    cts_max_level 1 \
    post-place-ws_ns 12.30 \
    gp_congestion 0.9343 \
    yosysTopAreaCellShare 0.5077 \
    post_drt_wl_per_cell_um 18.91 \
    crit_path_cell_trace "buf_2 > buf_4 > and3b_1 > and3_1 > a2111oi_0 > nand4_1 > nor4b_1 > o21ai_0" \
    synth-edff-count 8 \
    slew_violations 0 \
    postRouteAntennaNets 0 \
    setup_tns_ns 0 \
    max_freq_mhz 142.9 \
    clock_sinks 254 \
    ys_types 70 \
    avgSynthCellArea_um2 8.379 \
    drt_iter0_drc 829 \
    nFillCells 4036 \
    via_per_inst 5.079 \
    cp-end-kind "flop" \
    cap_violations 0 \
    post-route-period-util 0.3553 \
    fin_crit_ns 7.000 \
    warning_count 25 \
    grtUsageMet1 0.2928 \
]
[per-layer routing]
| metal | vias to the layer above | routed length [um] |
|---|---|---|
| met1 | 4857 | 17290 |
| met5 | - | 0 |
| met2 | 349 | 16260 |
| met4 | 0 | 1148 |
| met3 | 65 | 2758 |
| li1 | 4791 | - |
[flip-flops by register name, indices dropped and copies added (netlist names)]
register,count
data,240
char_nxt,8
count,5
cstat,1
[worst paths after layout]
path | from | end | slack [ns] | depth (start not counted)
min reg2reg | data[29][5]$_DFFE_PP0P_ | data[29][5]$_DFFE_PP0P_ | 0.47 | 2
max in group asynchronous | reset | data[19][7]$_DFFE_PP0P_ | 14.45 | 3
min in group asynchronous | reset | data[21][5]$_DFFE_PP0P_ | 4.05 | 2
max reg2reg | cstat$_DFFE_PP0P_ | data[21][0]$_DFFE_PP0P_ | 16.37 | 6
min | data[29][5]$_DFFE_PP0P_ | data[29][5]$_DFFE_PP0P_ | 0.47 | 2
max | code_pos[1] | char_nxt[7]$_DFFE_PP_ | 12.70 | 8
[where the power goes]
part	leakage (nW)	internal (mW)	switching, mW
logic	3.03	0.0970	0.173
clock network	0.462	0.309	0.214
registers	3.43	0.662	0.124
total	6.91	1.07	0.511
[worst register-to-register path, cell delays in order (launching register included)]
cell and delay [ns]:
dfrtp_1 0.42, nand2b_4 0.42, buf_4 0.73, buf_4 0.74, buf_4 0.70, nand2_1 0.19
nand2_1 0.09
[area by class of cell]
class,instances,share of cell area
tap,525,0.04774
inverter,4,0.001637
multi-input combinational,1093,0.3864
clock inverter,9,0.005365
timing repair buffer,53,0.03237
clock buffer,43,0.06165
sequential,254,0.4648
[cell usage after synthesis (3+ instances only)]
cell type	count
a2111oi_0	6
a211oi_1	8
a21oi_1	21
a221oi_1	4
a22o_1	3
a22oi_1	23
a31oi_1	6
a32oi_1	11
and3_1	21
and3b_1	4
buf_1	4
buf_2	14
buf_4	4
buf_6	3
clkbuf_1	71
dfrtp_1	246
edfxtp_1	8
inv_1	4
mux2_2	6
mux2i_1	23
nand2_1	721
nand2b_1	10
nand3_1	31
nand3b_1	17
nand4_1	15
nand4b_1	3
nor2_1	27
nor2b_1	10
nor3_1	16
nor3b_1	13
nor4_1	3
nor4b_1	3
o211ai_1	3
o21ai_0	21
o21ai_1	3
o22ai_1	3
o31ai_1	5
o32ai_1	8
or3b_2	3
xnor2_1	3
[stage by stage]
stage            util  cell area (um^2)
4_1_cts        0.3455             13760
3_3_place_gp   0.3224             12840
3_5_place_dp   0.3224             12840
2_1_floorplan       -             12120
6_report       0.3455             13760
5_1_grt        0.3455             13760
[layout by cell type, fill, tap and decap left out, types with 4 or more instances in the layout]
master           netlist  routed
and3b_1                4       4
buf_4                  4      24
a21oi_1               21      21
clkbuf_1              71       7
nor2b_1               10       9
clkinv_2               0       7
clkbuf_16              0      29
dfrtp_1              246     246
edfxtp_1               8       8
a32oi_1               11      11
nand3b_1              17      17
nor3_1                16      16
a22oi_1               23      23
buf_2                 14       5
nor2_1                27      27
o32ai_1                8       8
a2111oi_0              6       6
nand2_1              721     721
clkbuf_8               0       7
and3_1                21      21
mux2_2                 6       6
o31ai_1                5       4
o21ai_0               21      21
nand2b_1              10       9
mux2i_1               23      23
nor3b_1               13      13
a211oi_1               8       8
nand4_1               15      15
a31oi_1                6       6
nand3_1               31      31
a221oi_1               4       4
clkdlybuf4s50_1        0      24
[logic make-up after synthesis]
family                   share of synthesized area
AND-OR/OR-AND                              0.08246
other                                    0.0003093
XOR/XNOR                                  0.003613
multiplexers                               0.02828
adder cells (fa/ha/maj)                   0.001032
flip-flops                                  0.5276
buffers and inverters                      0.03550
AND/OR/NAND/NOR                             0.3213
No activity file was given, so power comes from the tool's default toggle rates.
